`design/flow/run.sh`:
```
#!/bin/bash
# OpenROAD 26Q1-2900-gdf79404cd8, Yosys 0.63+post, stock flow scripts
make -C /OpenROAD-flow-scripts/flow DESIGN_CONFIG=/design/flow/config.mk WORK_HOME=/design/flow/orfs finish
```
`design/flow/config.mk`:
```
export PLATFORM = sky130hd
export DESIGN_NAME = wbpriarbiter
export DESIGN_NICKNAME = wbpriarbiter
export VERILOG_FILES = /design/flow/design.v
export SDC_FILE = /design/flow/constraint.sdc
export NUM_CORES = 4
export LEC_CHECK = 1
export CORE_AREA = 10 10 70 70
export DIE_AREA = 0 0 80 80
```
`design/flow/constraint.sdc`:
```
current_design wbpriarbiter

set clk_period 3.0
set clk_io_pct 0.2

create_clock -name clk0 -period $clk_period [get_ports {i_clk}]

set non_clock_inputs [all_inputs -no_clocks]
set_input_delay [expr $clk_period * $clk_io_pct] -clock clk0 $non_clock_inputs
set_output_delay [expr $clk_period * $clk_io_pct] -clock clk0 [all_outputs]
```
`design/flow/design.v`:
```
`default_nettype	none
module	wbpriarbiter(i_clk,
	i_a_cyc, i_a_stb, i_a_we, i_a_adr, i_a_dat, i_a_sel, o_a_ack, o_a_stall, o_a_err,
	i_b_cyc, i_b_stb, i_b_we, i_b_adr, i_b_dat, i_b_sel, o_b_ack, o_b_stall, o_b_err,
	o_cyc, o_stb, o_we, o_adr, o_dat, o_sel, i_ack, i_stall, i_err);
	parameter			DW=8, AW=8;
	parameter	[0:0]		OPT_ZERO_ON_IDLE = 1'b0;
	parameter	[0:0]		F_OPT_CLK2FFLOGIC = 1'b0;
	input	wire			i_clk;
	input	wire			i_a_cyc, i_a_stb, i_a_we;
	input	wire	[(AW-1):0]	i_a_adr;
	input	wire	[(DW-1):0]	i_a_dat;
	input	wire	[(DW/8-1):0]	i_a_sel;
	output	wire			o_a_ack, o_a_stall, o_a_err;
	input	wire			i_b_cyc, i_b_stb, i_b_we;
	input	wire	[(AW-1):0]	i_b_adr;
	input	wire	[(DW-1):0]	i_b_dat;
	input	wire	[(DW/8-1):0]	i_b_sel;
	output	wire			o_b_ack, o_b_stall, o_b_err;
	output	wire			o_cyc, o_stb, o_we;
	output	wire	[(AW-1):0]	o_adr;
	output	wire	[(DW-1):0]	o_dat;
	output	wire	[(DW/8-1):0]	o_sel;
	input	wire			i_ack, i_stall, i_err;
	reg	r_a_owner;
	initial	r_a_owner = 1'b1;
	always @(posedge i_clk)
		if (!i_b_cyc)
			r_a_owner <= 1'b1;
		else if ((i_b_cyc)&&(i_b_stb)&&(!i_a_cyc))
			r_a_owner <= 1'b0;
	assign o_cyc = (r_a_owner) ? i_a_cyc : i_b_cyc;
	assign o_we  = (r_a_owner) ? i_a_we  : i_b_we;
	assign o_stb   = (r_a_owner) ? i_a_stb   : i_b_stb;
	generate if (OPT_ZERO_ON_IDLE)
	begin
		assign	o_adr     = (o_stb)?((r_a_owner) ? i_a_adr  : i_b_adr):0;
		assign	o_dat     = (o_stb)?((r_a_owner) ? i_a_dat  : i_b_dat):0;
		assign	o_sel     = (o_stb)?((r_a_owner) ? i_a_sel  : i_b_sel):0;
		assign	o_a_ack   = (o_cyc)&&( r_a_owner) ? i_ack   : 1'b0;
		assign	o_b_ack   = (o_cyc)&&(!r_a_owner) ? i_ack   : 1'b0;
		assign	o_a_stall = (o_cyc)&&( r_a_owner) ? i_stall : 1'b1;
		assign	o_b_stall = (o_cyc)&&(!r_a_owner) ? i_stall : 1'b1;
		assign	o_a_err   = (o_cyc)&&( r_a_owner) ? i_err : 1'b0;
		assign	o_b_err   = (o_cyc)&&(!r_a_owner) ? i_err : 1'b0;
	end else begin
		assign o_adr   = (r_a_owner) ? i_a_adr   : i_b_adr;
		assign o_dat   = (r_a_owner) ? i_a_dat   : i_b_dat;
		assign o_sel   = (r_a_owner) ? i_a_sel   : i_b_sel;
		assign	o_a_ack   = ( r_a_owner) ? i_ack   : 1'b0;
		assign	o_b_ack   = (!r_a_owner) ? i_ack   : 1'b0;
		assign	o_a_stall = ( r_a_owner) ? i_stall : 1'b1;
		assign	o_b_stall = (!r_a_owner) ? i_stall : 1'b1;
		assign	o_a_err = ( r_a_owner) ? i_err : 1'b0;
		assign	o_b_err = (!r_a_owner) ? i_err : 1'b0;
	end endgenerate
endmodule
```
==> results.cfg <==
; synthesis and place-and-route metrics
[sta]
hold_slack_ns = 0.6753
fmax_mhz = 428.0
fin_crit_sh_pct = 77.87
fin_ws_ns = 0.6638
worst_pin_slew_ns = 0.1910
finClkSkew_ns = 0
finalMaxSlewViolations = 0
rsz0062_at_grt = no
layout_min_cycle_time_ns = 2.336
tns_ns = 0
finalSetupViolations = 0
slew_headroom_pct = 87.27
hold_viol = 0

[logic_synthesis]
avgSynthCellArea_um2 = 11.79
numSynthFlops = 1
yosysWarnings = 1
yosys-stat-area_um2 = 389.1
yosysMostFrequentCell = mux2_4
ys_seq_share_pct = 5.145
ys_cells = 33
synthCells = 33
synthTopCellsByCount = mux2_4, mux2_2, nor2b_1, and2_1, buf_6
edf_count = 0
syn_area_um2 = 389.1
ys.flop_type = dfxtp_1
ys_async_sr_fraction_pct = 0
area_leaders = mux2_4, mux2_2, buf_6, buf_12, dfxtp_1
top_area_cell = mux2_4
synth_cell_type_count = 11
top_area_share_pct = 50.16

[power_and_ir_drop]
ir_worst_vdd_uv = 66.00
power_density_mw_per_mm2 = 155.6
intPower_uw = 141.3
power_frac_comb_pct = 91.3
power.share.switching_pct = 18.19
seqPwrFrac_pct = 8.7
p_switching_uw = 31.40
p_clk_share_pct = 0
p_leak_uw = 0.0004583

[setup_path]
critPathArrivalTime_ns = 1.74
cp-start-kind = input pin
critical_path_class = in -> out
path_delay_family = buffers and inverters
worstPathRequired_ns = 2.40
slowest_stage = clkdlybuf4s50_1
crit_path_max_fanout = 1
cp_num_buf_inv = 2
crit_top_cell = clkdlybuf4s50_1
max_stage_delay_ns = 0.44
critPathCaptureType = output port
cp_cell_sequence = clkdlybuf4s50_1, mux2_2, clkdlybuf4s50_1

[drt]
dr.pass1.iters = 2
wl_per_cell_um = 14.78
drtIter0Drc = 3
ant_nets = 0
viasPerCell = 3.660
antenna_cells = 0
drt-total-wl_mm = 2.172
num_vias = 538
drc_errors = 0

[grt]
use_met1_pct = 6.667
grt_first_pass_wirelength_mm = 3.015
grt_max_degree = 18
grt_pass1_vias = 605
antenna_found_initial = 0
global_route.peak_usage_layer = met2
grt.overflow.total = 0
grt_use_met2_pct = 8.507
gr-usage-met3_pct = 6.136
track_usage_pct = 6.029

[flow_run]
warnings = 28
cap_viol_max_count = 0

[min_path]
hold_path.class = reg -> reg

[finish]
largest_register_ffs = 1
regMostFlops = r_a_owner
drive_above_1_share_pct = 22.77
synthToLayoutAreaGrowth_pct = 185.2
reg_top3 = r_a_owner (1)
final_cell_area_mm2 = 0.001110

[cts]
cts_hold_buf = 0
post_cts_buffers = 0
clk_latency_ns = 0
path_clk_slew_ns = 0
post_cts_resized = 0

[place]
placed_area_mm2 = 0.001110
globalplace.congestion = 0.9031
dp_hpwl_mm = 1.984
port_buffers = 69
place_ws_ns = 0.6518

[floorplanning]
dieArea_mm2 = 0.006400
coreArea_mm2 = 0.003416
die_h_um = 80
die_w_um = 80
io-pin-count = 70
fp_util_pct = 11.39
rows = 21

[outcome]
status = finished, final reports clean
worst min-delay path, stage by stage, from the launching register on:
cell and delay [ns]:
dfxtp_1 0.29, buf_4 0.19, inv_1 0.06, o21ai_0 0.07
placed cells by master, fill, tap and decap left out, drive strengths merged:
cell,n
clkdlybuf4s50,69
mux2,20
nor2b,3
and2,2
buf,2
nand2b,1
or2,1
inv,1
o21ai,1
dfxtp,1
per-stage QoR:
stage | power [uW] | utilization, % | std cells
2_1_floorplan | 63.25 | - | 33
3_3_place_gp | 174.7 | 32.49 | 147
3_5_place_dp | 175.0 | 32.49 | 147
4_1_cts | 176.2 | 32.49 | 147
5_1_grt | 184.6 | 32.49 | 147
6_report | 172.7 | 32.49 | 147
area by class of cell:
class                      count  area, um^2
fill                         348        2306
tap                           46       57.56
sequential                     1       20.02
timing repair buffer          71       705.7
inverter                       1       3.754
multi-input combinational     28       322.8
routing by layer:
| metal | vias to the layer above | part of all wire [%] |
|---|---|---|
| li1 | 252 | - |
| met1 | 216 | 42 |
| met2 | 70 | 33 |
| met3 | 0 | 26 |
| met4 | 0 | 0 |
| met5 | - | 0 |
path summary, 6_finish.rpt:
path | to | from | depth (start not counted) | slack, ns
worst min-delay path | r_a_owner | r_a_owner | 3 | 0.68
worst max-delay path | o_adr[7] | i_a_adr[7] | 3 | 0.66
worst min register to register | r_a_owner | r_a_owner | 3 | 0.68
worst max register to register | r_a_owner | r_a_owner | 3 | 2.20
power by group through the flow:
stage / sequential (uW) / clock, uW / combinational (uW)
after global routing: 15.2 / 0 / 169
after CTS: 15.0 / 0 / 161
final: 14.9 / 0 / 158
logic make-up (layout without fill, tap and decap cells):
| family | Yosys count | after routing | synth area share (%) |
|---|---|---|---|
| buffers and inverters | 4 | 72 | 11.90 |
| DFF | 1 | 1 | 5.145 |
| AOI/OAI and AO/OA | 1 | 1 | 1.285 |
| muxes | 20 | 20 | 70.42 |
| and+or+nand+nor | 7 | 7 | 11.26 |
Power figures rest on the tool's default switching activity, not on a simulated workload.
