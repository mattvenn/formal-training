### /design/flow/run.sh
#!/bin/bash
# OpenROAD 26Q1-2900-gdf79404cd8, Yosys 0.63+post, stock flow scripts
make -C /OpenROAD-flow-scripts/flow DESIGN_CONFIG=/design/flow/config.mk WORK_HOME=/design/flow/orfs finish
### /design/flow/config.mk
export PLATFORM = sky130hd
export DESIGN_NAME = dblpipe
export DESIGN_NICKNAME = dblpipe
export VERILOG_FILES = /design/flow/design.v
export SDC_FILE = /design/flow/constraint.sdc
export NUM_CORES = 4
export LEC_CHECK = 1
export CORE_AREA = 10 10 77 77
export DIE_AREA = 0 0 87 87
### /design/flow/constraint.sdc
current_design dblpipe

set clk_period 2.3
set clk_io_pct 0.2

create_clock -name clk0 -period $clk_period [get_ports {i_clk}]

set non_clock_inputs [all_inputs -no_clocks]
set_input_delay [expr $clk_period * $clk_io_pct] -clock clk0 $non_clock_inputs
set_output_delay [expr $clk_period * $clk_io_pct] -clock clk0 [all_outputs]
### /design/flow/design.v
`default_nettype	none
module dblpipe(i_clk,
		i_ce, i_data, o_data);
	input	wire	i_clk, i_ce;
	input	wire	i_data;
	output	wire	o_data;
	wire	a_data, b_data;
	lfsr_fib	one(i_clk, 1'b0, i_ce, i_data, a_data);
	lfsr_fib	two(i_clk, 1'b0, i_ce, i_data, b_data);
	initial	o_data = 1'b0;
	always @(posedge i_clk)
		o_data <= a_data ^ b_data;
endmodule
`default_nettype	none
module	lfsr_fib(i_clk, i_reset, i_ce, i_in, o_bit);
	parameter		LN=8;	 
	parameter [(LN-1):0]	TAPS = 8'h2d,
				INITIAL_FILL = { { (LN-1){1'b0}}, 1'b1 };
	input	wire			i_clk, i_reset, i_ce, i_in;
	output	wire			o_bit;
	reg	[(LN-1):0]	sreg;
	initial	sreg = INITIAL_FILL;
	always @(posedge i_clk)
		if (i_reset)
		begin
			sreg <= INITIAL_FILL;
		end else if (i_ce)
		begin
			sreg[(LN-2):0] <= sreg[(LN-1):1];
			sreg[(LN-1)] <= (^(sreg & TAPS)) ^ i_in;
		end
	assign	o_bit = sreg[0];
endmodule
==> qor.yml <==
post-cts-setup-buffers: 0
critPathKind: "input port to register"
ant_nets: 0
io_buffers: 3
finClkSkew_ns: 0.00100
htreeDepth: 1
status: "finished, final reports clean"
cts_resized: 0
path_buffers: 1
synth-edff-count: 16
die_x_um: 87
cts_buffers: 3
p_leak_nw: 0.250
fin_area_um2: 731
final_cells: 83
top_cells_by_count: "16 x edfxtp_1, 3 x xor2_1, 2 x xnor2_1, 2 x xnor3_1, 1 x dfxtp_1"
synth_chip_area_um2: 589
die_h_um: 87
slew_viol_final: 0
ios: 4
syn_inst: 24
ys_cells: 24
critPathArrivalTime_ns: 1.36
min_period_ns: 1.48
cts_tree: "done"
finalWirelength_um: 663
top_cells_by_area: "edfxtp_1 82%, xnor3_1 7.6%, xor2_1 4.5%"
dpl.cell_count: 79
path_clk_slew_ns: 0.06
top_cell_area_share: 0.815
path_cells: "clkdlybuf4s50_1"
crit_start: "i_ce"
dr.pass1.iters: 2
drt_iter0_drc: 3
top_cell: "edfxtp_1"
antenna_found_initial: 0
ys.flops: 17
cts_buffer_depth: 2
crit_fanout: 16
clock-sinks: 17
power_density_nw_per_um2: 867
rr_startpoint: "one.sreg[0]$_DFFE_PP_"
critical_path.max_stage_delay_ns: 0.89
synthArstFlopShare: 0
grt.total_usage: 0.0187
area_growth_syn_to_layout_pct: 24.0
warning_count: 25
dpl_cell_area_um2: 684
drive_gt1_frac: 0.129
hold_buffers: 0
worst_pin_slew_ns: 0.660
via_count: 208
ir_drop_mv: 0.499
critPathSlowestCell: "clkdlybuf4s50_1"
cp_data_required_time_ns: 2.18
die_area_um2: 7570
hold_viol: 0
min_path_type: "register to register"
wl_per_cell_um: 7.99
setup_viol: 0
dp_hpwl_um: 429
crit_family: "buffers and inverters"
syn_area_per_cell_um2: 24.6
critPathLaunchType: "input port"
num_rows: 24
mappedNetlistArea_um2: 589
finalWeightedCongestion: 0.680
max_slew_margin: 0.559
first_global_vias: 237
synth.distinct_cells: 5
cts.root.buffer_cell: "clkbuf_8"
top_area_cell: "edfxtp_1"
drv_cap: 0
worstHoldStart: "one.sreg[6]$_DFFE_PP_"
ys_seq_share: 0.849
finalClockPeriodUsage: 0.643
coreArea_um2: 4350
overflow: 0
tns_ns: 0
grt_max_degree: 17
grt_pass1_wl_um: 1100
yosys_warnings: 4
diodes: 0
worstSetupEndpointType: "register"
fp_util: 0.135
drc: 0
ff_type: "edfxtp_1"
fmax_mhz: 676
insertion_delay_ns: 0.24
via_per_inst: 2.51
rsz0062_at_grt: "false"
routing by layer:
layer | routed length, µm | track usage | vias to the layer above
met4 | 0 | 0.00147 | 0
met3 | 42 | 0.0132 | 0
met2 | 262 | 0.0260 | 6
met1 | 358 | 0.0242 | 96
li1 | - | - | 106
met5 | 0 | 0 | -
cell usage in the layout (no fill, tap or decap):
cell	instances
xnor3_1	2
edfxtp_1	16
clkbuf_8	3
xnor2_1	2
clkinv_2	1
dfxtp_1	1
clkdlybuf4s50_1	3
xor2_1	3
worst paths after layout:
path                            cells past startpoint                     to  slack, ns
worst max-delay path                                1  one.sreg[0]$_DFFE_PP_       0.82
worst min-delay path                                0  one.sreg[5]$_DFFE_PP_       0.42
worst max register to register                      2  one.sreg[7]$_DFFE_PP_       1.11
worst min register to register                      0  one.sreg[5]$_DFFE_PP_       0.42
through the flow:
step	worst slack, ns	hold WS, ns	utilization	power (mW)
floorplan	1.17	0.400	-	0.410
global placement	0.603	0.401	0.157	0.427
detailed placement	0.544	0.406	0.157	0.429
CTS	0.805	0.423	0.168	0.642
global route	0.784	0.433	0.168	0.668
finish	0.821	0.420	0.168	0.634
flip-flops by register name (all words and copies together) (netlist names):
signal,count
two.sreg,8
o_data,1
one.sreg,8
kinds of logic after synthesis:
family and share of synthesized area:
XOR/XNOR 0.151, flip-flops 0.849
layout make-up:
cell class | instances | area [µm²]
fillers | 453 | 3620
flip-flops and latches | 17 | 500
multi-input cells | 7 | 88.8
well taps | 52 | 65.1
clock buffers | 3 | 41.3
repair buffers | 3 | 30.0
clock inverters | 1 | 5.00
power breakdown:
part	switching (mW)	total [mW]	internal, mW
sequential	0.0102	0.384	0.373
combinational	0.0142	0.0384	0.0242
clock	0.0922	0.212	0.120
total	0.117	0.634	0.517
Power figures rest on the tool's default switching activity, not on a simulated workload.
