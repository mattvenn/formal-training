<file path="flow/run.sh">
#!/bin/bash
# OpenROAD 26Q1-2900-gdf79404cd8, Yosys 0.63+post, stock flow scripts
make -C /OpenROAD-flow-scripts/flow DESIGN_CONFIG=/design/flow/config.mk WORK_HOME=/design/flow/orfs finish
</file>
<file path="flow/config.mk">
export PLATFORM = sky130hd
export DESIGN_NAME = busyctr
export DESIGN_NICKNAME = busyctr
export VERILOG_FILES = /design/flow/design.v
export SDC_FILE = /design/flow/constraint.sdc
export NUM_CORES = 4
export LEC_CHECK = 1
export CORE_AREA = 10 10 80 80
export DIE_AREA = 0 0 90 90
</file>
<file path="flow/constraint.sdc">
current_design busyctr

set clk_period 2.7
set clk_io_pct 0.2

create_clock -name clk0 -period $clk_period [get_ports {i_clk}]

set non_clock_inputs [all_inputs -no_clocks]
set_input_delay [expr $clk_period * $clk_io_pct] -clock clk0 $non_clock_inputs
set_output_delay [expr $clk_period * $clk_io_pct] -clock clk0 [all_outputs]
</file>
<file path="flow/design.v">
`default_nettype	none
module	busyctr(i_clk, i_reset,
		i_start_signal, o_busy);
	parameter	[15:0]	MAX_AMOUNT = 22;
	input	wire	i_clk, i_reset;
	input	wire	i_start_signal;
	output	reg	o_busy;
	reg	[15:0]	counter;
	initial	counter = 0;
    initial o_busy = 0;
    always @(posedge i_clk) begin
		if (i_reset)
			counter <= 0;
        else if ((i_start_signal)&&(counter == 0)) begin
			counter <= MAX_AMOUNT-1'b1;
            o_busy <= 1;
        end
		else if (counter != 0)
			counter <= counter - 1'b1;
    if (counter == 1)
        o_busy <= 0;
    end
endmodule
</file>
==> out/results.txt <==
status = finished clean
cts bufs inserted = 3
yosys warns = 1
met1 Track Usage GR = 6.48%
CP arrival = 2250 ps
CTS tree = yes
Setup crit start kind = flip-flop
Peak VDD IR = 383 µV
final instance count without filler cells = 172
Placed Instances = 168
final worst setup slack = 577 ps
DRC = 0
post-CTS sizing = 0
filler instances = 510
initial antenna violation count = 0
H-tree depth = 1
Static Leak = 0.000354 µW
Rows = 25
clk latency late pin = 250 ps
CTS max path bufs = 2
routed vias/inst = 4.31
Hold Path Class = flip-flop to flip-flop
crit share post-route = 78.6%
main area contributors after synthesis = dfxtp_1 39%, a21oi_1 6.3%, nor4_4 4.9%
IO Port Bufs = 3
most used routing layer = met2
Worst-path clk slew = 70 ps
met2 usage = 6.96%
global-route wire length before repair = 3.22 mm
area share, top type = 38.9%
minimum hold slack = 500 ps
Total Wirelength = 1.79 mm
# Cells Yosys = 98
fmax = 471 MHz
unrepaired setup endpoints after global routing = no
layout cells sized above 1 = 10.5%
Cell Area, Synth = 876 µm²
FP Core Util = 18.5%
RD Place Congestion = 0.816
hold-fix buffers at CTS = 0
YS chip area = 876 µm²
drt wl/cell = 10.4 µm
WS Path Type = flip-flop to flip-flop
vias in the first global route = 660
Worst Skew = 2.85 ps
maxcap violations = 0
Max Slew Vio Count = 0
die area = 8100 µm²
Syn Area/Cell = 8.94 µm²
die height = 90 µm
R2R Setup Slk = 580 ps
Clk Tree Root Cell = clkbuf_8
Log Warnings = 26
ANT nets after route = 0
post-DP HPWL = 1.30 mm
Seq share, synth = 38.9%
postcts setup bufs = 0
Tightest Pin Transition = 581 ps
Initial DRT Pass Iterations = 4
Core ar. = 4720 µm²
die x size = 90 µm
Synth flops = 17
Final Critical Period = 2120 ps
Yosys top cell by area = dfxtp_1
crit path capture type = flip-flop
GR Util met3 = 1.59%
Iter 0 DRT Violations = 49
Distinct lib cells used = 36
TritonCTS Sinks = 17
Worst slew margin = 61.2%
Synth Instances = 98
Antenna Cells = 0
Max FO, Critical Path = 8
grt ovf = 0
synthesis-to-finish area growth = 18.6%
Fin. Hold Viols = 0
Fin Setup TNS = 0 ps
crit path DRT = 2830 ps
DR vias = 742
PwrDens = 1400 nW/µm²
largest net degree at the start of global routing = 11
endpoints failing setup = 0
post-place setup slack = 586 ps
number of I/O pins = 4
Total GRT Usage = 4.57%
==> kinds of logic (layout without fill, tap and decap cells) <==
logic type                 count (synthesis)  after routing  share of synthesized area [%]
AOI/OAI and AO/OA                         26             26                           18.9
xor gates and xnor gates                   2              2                           2.00
adders and majority gates                  2              2                           2.86
buffers and inverters                      5             12                           2.14
DFF                                       17             17                           38.9
muxes                                      1              1                           1.14
and+or+nand+nor                           45             45                           34.1
==> metrics by stage <==
stage          utilization, %  cell area (µm²)  total power, µW
4_1_cts                  22.0             1040             1460
2_1_floorplan               -              876             1070
6_report                 22.0             1040             1460
3_3_place_gp             21.0              993             1270
5_1_grt                  22.0             1040             1600
3_5_place_dp             21.0              993             1260
==> layout by cell type, fill, tap and decap left out, types with 3 or more instances in the layout <==
cell,count
or4_1,3
inv_1,4
nor3_1,5
clkdlybuf4s50_1,3
nand2_1,7
dfxtp_1,17
nor4_1,4
o31ai_1,4
nor2_1,7
nand4_1,3
a21oi_1,11
clkbuf_8,3
==> critical path: stages (launching register included) <==
cell and delay [ps]:
dfxtp_1 370, inv_1 80, ha_1 190, nor3b_1 510, nand4_1 460, o211ai_1 300
a21oi_1 90
==> final timing paths <==
path,startpoint,endpoint,cells past startpoint
worst min-delay path,counter[13],counter[13],2
worst max-delay path,counter[0],counter[2],6
worst max register to register,counter[0],counter[2],6
worst min register to register,counter[13],counter[13],2
==> metal layers <==
layer | up-vias | wire, µm | share of wire [%]
met3 | 0 | 98 | 5.5
met4 | 0 | 0 | 0
met1 | 341 | 904 | 50
met2 | 11 | 791 | 44
li1 | 390 | - | -
met5 | - | 0 | 0
==> synth_stat cells <==
cell / instances
or4_1: 3
dfxtp_1: 17
and4_2: 1
a21oi_1: 11
or3_1: 1
o31ai_1: 4
inv_1: 4
o21bai_1: 1
o21ai_0: 2
ha_1: 2
nand3b_1: 1
o211ai_1: 1
a21o_1: 1
nand4_1: 3
o2111ai_1: 1
nand2_1: 7
a31oi_1: 1
o41ai_1: 1
nand2b_1: 2
nand3_4: 1
a41oi_1: 1
a211oi_1: 2
buf_1: 1
nor3_1: 5
or3_2: 2
nor4_1: 4
xor2_1: 2
or4b_1: 1
nor2_1: 7
and2_1: 1
nor4_4: 2
nor3b_1: 1
or3b_2: 1
nand3_1: 1
nor2b_1: 1
mux2i_1: 1
==> where the power goes <==
group          switching [µW]  internal (µW)  leakage (µW)
Combinational             417            345      0.000191
Clock                    85.2            105     0.0000228
Sequential                151            352      0.000140
==> sequential cells by signal, summed over array words and instances (netlist names) <==
signal,flops
counter,16
o_busy,1
==> area by class of cell <==
type	count	area, µm²	area share, %
Tap cell	67	83.8	8.07
Inverter	4	15.0	1.45
Timing Repair Buffer	4	37.5	3.61
Multi-Input combinational cell	76	517	49.8
Sequential cell	17	340	32.8
Clock buffer	4	45.0	4.34
No activity file was given, so power comes from the tool's default toggle rates.
